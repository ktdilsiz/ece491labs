$ cat flow/design.v
module mem(clk_a, addr_a, dati_a, we_a, clk_b, addr_b, dato_b);
   parameter RAM_WIDTH = 8;
   parameter RAM_DEPTH = 256;
    input clk_a;
    input [RAM_WIDTH-1:0] addr_a;
    input [RAM_WIDTH-1:0] dati_a;
    input we_a;
    input clk_b;
    input [RAM_WIDTH-1:0] addr_b;
    output [RAM_WIDTH-1:0] dato_b;
   reg [RAM_WIDTH-1:0] MEM [RAM_DEPTH-1:0];
   reg [RAM_WIDTH-1:0] addr_b_r;  
   always @(posedge clk_a) begin
      if (we_a)
         MEM[addr_a] <= dati_a;
   end
   always @(posedge clk_b)
      addr_b_r <= addr_b;
   assign dato_b = MEM[addr_b_r];   
endmodule
`timescale 1ns / 1ps
module tran_bram_controller(
    input logic write,
	input logic [7:0] data_in,
	input logic read,
	input logic clk_system,
	input logic clk_in,
	input logic clk_out,
	input logic rst,
	output logic full,
	output logic empty,
	output logic [7:0] data_out
    );
    logic [7:0] pointer_read = 8'd0;
        logic [7:0] pointer_write = 8'd0;
        mem #(.RAM_WIDTH(8), .RAM_DEPTH(256)) 
        BRAM_TRAN(
            .clk_a(clk_in), 
            .addr_a(pointer_write), 
            .dati_a(data_in), 
            .we_a(write && ~full), 
            .clk_b(clk_out), 
            .addr_b(pointer_read), 
            .dato_b(data_out)
            );
        logic [7:0] pointer_write_next;
        assign pointer_write_next = pointer_write + 1;
        always_ff @(posedge clk_system) begin
            if(rst) begin
                pointer_read <= 8'd0;
                pointer_write <= 8'd0;
            end
            else if(write && read && clk_in && clk_out && ~full)
            begin
                pointer_write <= pointer_write + 1;
                pointer_read <= pointer_read + 1;
            end
            else if(write && clk_in && ~full)
                pointer_write <= pointer_write + 1;
            else if(read && clk_out && ~empty)
            begin
                pointer_read <= pointer_read + 1;
                if(pointer_write == pointer_read && pointer_write != 8'd0) 
                begin
                    pointer_read <= 8'd0;
                    pointer_write <= 8'd0;
                end
            end
        end
        logic guard_bit;
        always_ff @(posedge clk_system)
        begin
            if(rst)
                guard_bit <= 1'b0;
            else if((pointer_write_next == pointer_read) && write)
                guard_bit <= 1'b1;
            else if(read)
                guard_bit <= 1'b0;
        end
        assign full = (pointer_write == pointer_read && guard_bit) ? 1 : 0;
        assign empty = (pointer_write == pointer_read && ~guard_bit) ? 1 : 0;
endmodule
$ cat flow/run.sh
#!/bin/bash
# OpenROAD 26Q1-2900-gdf79404cd8, Yosys 0.63+post, stock flow scripts
make -C /OpenROAD-flow-scripts/flow DESIGN_CONFIG=/design/flow/config.mk WORK_HOME=/design/flow/orfs finish
$ cat flow/config.mk
export PLATFORM = sky130hd
export DESIGN_NAME = tran_bram_controller
export DESIGN_NICKNAME = tran_bram_controller
export VERILOG_FILES = /design/flow/design.v
export SDC_FILE = /design/flow/constraint.sdc
export NUM_CORES = 4
export LEC_CHECK = 1
export CORE_UTILIZATION = 50
$ cat flow/constraint.sdc
current_design tran_bram_controller

set clk_period 52.4
set clk_io_pct 0.2

create_clock -name clk0 -period $clk_period [get_ports {clk_in}]
create_clock -name clk1 -period $clk_period [get_ports {clk_out}]
create_clock -name clk2 -period $clk_period [get_ports {clk_system}]

set non_clock_inputs [all_inputs -no_clocks]
set_input_delay [expr $clk_period * $clk_io_pct] -clock clk0 $non_clock_inputs
set_output_delay [expr $clk_period * $clk_io_pct] -clock clk0 [all_outputs]
==> notes.md <==
run metrics: critical path peak fanout 4, TritonRoute pass-1 iters 6, reg-to-reg endpoint BRAM_TRAN.MEM[22][5], worst hold-check slack 306 ps, number of buffers inserted for hold repair after clock tree synthesis 0, number of synthesized register bits 2,073, register-to-register setup slack 48,980 ps, reg2reg start pointer_write[7], Power Density 41.9 mW/mm^2, number of flops mapped to enable cells by yosys ~2,000, Yosys Instances slightly below 4,000, Worst-Margin Slew 1310 ps, synth cell count leaders sky130_fd_sc_hd__edfxtp_1 (2,048), sky130_fd_sc_hd__mux4_2 (455), sky130_fd_sc_hd__nor2_1 (297), CTS tree done, Final Hold Viols 0, number of antenna violations at the first check in global routing 1, routability-driven placement congestion ratio between 0.8 and 0.9, total negative setup slack 0 ps, global route total overflow 0, Die Height between 400 and 500 um, top_reg_cell synth sky130_fd_sc_hd__edfxtp_1, total setup buffers inserted after CTS 0, pin count of the biggest net entering global routing 114, count of mapped cells out of synthesis 3,843, Via density 6.12, class of the tightest hold or removal check flop to flop, data arrival time of the worst path around 29,000 ps, Worst Setup End Kind flop, launch point of the worst hold path pointer_read[7], count of max-cap constraint violations 0, initial cell density of the core 50.5%, worst slew margin relative to its limit 11.9%, Seq share, synth just under 80%, OpenROAD warnings 72, largest clock skew in the final design 3.88 ps, cell depth of the worst flop-to-flop path 6, RSZ-0062 raised after global routing false, result of the run finished, final reports clean, yosys stat chip area around 0.08 mm^2, count of cell types in the netlist 61, leakage power summed over all cells 0.0276 uW, final setup violation count 0, Die Outline Area 0.162 mm^2, Worst path slowest cell sky130_fd_sc_hd__a41o_1, Floorplan Core Area 0.159 mm^2, area of the mapped netlist 0.0804 mm^2, Syn. warnings 2, PortBufs 21, Largest stage delay, worst path ~220 ps, Post-route DRC 0, Routed Wire Length 198 mm, category of the critical setup timing path clock port to flop, via count of the first global-routing pass approximately 43,000, vias after detailed routing 39,180, final max-slew violation count 0, register clock-pin slew on the reported worst setup and hold paths 60 ps, nature of the critical path startpoint clock port, largest cells by area after synthesis sky130_fd_sc_hd__edfxtp_1 (76%), sky130_fd_sc_hd__mux4_2 (13%), sky130_fd_sc_hd__a22oi_1 (1.7%), area overhead of the layout relative to synthesis 13.4%, violation count after the first detailed-route iteration 2,622, Peak supply drop between 0.03 and 0.04 mV, smallest setup slack after layout 23,570 ps, Worst EP required 52,510 ps, worst-path cell chain clkbuf_16 -> clkbuf_16 -> clkbuf_16 -> clkbuf_16 -> clkbuf_16 -> clkbuf_16 -> clkbuf_16 -> clkbuf_16 -> clkbuf_16 -> clkbuf_16 -> nand2_1 -> clkbuf_16 -> clkbuf_16 -> a41o_1 -> clkbuf_16 -> clkbuf_16 -> a21oi_1 -> clkbuf_16 -> clkbuf_16 -> nand3b_1 -> a21oi_1, number of primary I/O pins 24, post-CTS resize count 0, origin of the worst setup path clk_in, global-route wire length before repair roughly 290 mm, WL/cell 30.8 um, worst hold path stage count 0, library cell appearing most often on the critical path sky130_fd_sc_hd__clkbuf_16, Synth top area share 76.5%, residual antenna-violating net count after detailed routing 0, pre-CTS setup slack 25,420 ps, Async S/R FF share, synth 0%, total global routing track utilization 28.1%, Synth top cell by count sky130_fd_sc_hd__edfxtp_1, top cell type by total area after synthesis sky130_fd_sc_hd__edfxtp_1, share of final-layout standard cells stronger than drive strength 1 24.0%, row count 146, Post-DP HPWL 117 mm, mean instance size in the synthesized netlist around 21 um^2, endpoint of the worst hold-timing path BRAM_TRAN.addr_b_r[7], Die Span X 403 um
## power by group
part | internal (uW) | switching (uW) | total (uW)
clock | 924 | 631 | 1550
combinational | 205 | 229 | 434
sequential | 1830 | 10.5 | 1840
## final cells by class
type,instances,area [um^2]
Multi-Input combinational cell,1528,17100
Sequential cell,2073,62000
Clock buffer,318,6640
Antenna cell,4,10.0
Timing Repair Buffer,209,1710
Clock inverter,119,1040
Fill cell,11343,67900
Tap cell,2146,2690
Inverter,6,22.5
## registers in the layout, indices dropped and copies added (netlist names)
register,count
BRAM_TRAN.MEM,2048
BRAM_TRAN.addr_b_r,8
pointer_read,8
pointer_write,8
guard_bit,1
## stage by stage
| stage | power (uW) | cells | utilization, % | instance area, um^2 |
|---|---|---|---|---|
| floorplan | 2210 | 3843 | - | 80400 |
| global placement | 2320 | 5961 | 52.5 | 83500 |
| detailed placement | 2320 | 5963 | 52.5 | 83500 |
| CTS | 3860 | 6399 | 57.3 | 91200 |
| global route | 3950 | 6399 | 57.3 | 91200 |
| finish | 3830 | 6403 | 57.3 | 91200 |
## worst max-delay path, delay by kind of cell
family                 cells  cell delay (ps)
AND/OR/NAND/NOR            2              200
AND-OR/OR-AND              3              370
buffers and inverters     16             2150
## worst max path at each step
| stage | to |
|---|---|
| CTS | pointer_read[2] |
| global route | pointer_read[2] |
| finish | pointer_read[2] |
## cell usage in the layout (no fill, tap or decap), drive strengths merged, types with 16 or more instances in the layout
cell	instances
a21oi	128
nor4	26
dfxtp	25
bufinv	19
clkinv	88
nor2	297
a22oi	180
edfxtp	2048
mux4	457
nand2	55
o22ai	22
nor3	21
clkbuf	318
inv	16
buf	196
o221ai	34
mux2i	124
## cells by family (layout without fill, tap and decap cells)
| family | Yosys count | after routing | synth area share (%) |
|---|---|---|---|
| muxes | 589 | 589 | 14.5 |
| adders and majority gates | 5 | 5 | 0.0778 |
| and+or+nand+nor | 490 | 490 | 2.75 |
| buffers and inverters | 242 | 652 | 1.81 |
| xor gates and xnor gates | 19 | 19 | 0.207 |
| DFF | 2073 | 2073 | 77.1 |
| AOI/OAI and AO/OA | 425 | 425 | 3.61 |
| other | 0 | 4 | 0 |
## per-layer routing
layer | vias up | global-route usage [%] | part of all wire [%]
met5 | - | 0.952 | 0.11
met4 | 6 | 6.27 | 2.8
met3 | 368 | 19.7 | 16
met2 | 2293 | 39.3 | 47
met1 | 19941 | 40.2 | 34
li1 | 16572 | - | -
Power and IR drop assume default switching activity.
