### design/flow/config.mk
export PLATFORM = sky130hd
export DESIGN_NAME = nexys4DDR2
export DESIGN_NICKNAME = nexys4DDR2
export VERILOG_FILES = /design/flow/design.v
export SDC_FILE = /design/flow/constraint.sdc
export NUM_CORES = 4
export LEC_CHECK = 1
export CORE_UTILIZATION = 40
### design/flow/constraint.sdc
current_design nexys4DDR2

set clk_period 2.5
set clk_io_pct 0.2

create_clock -name clk0 -period $clk_period [get_ports {CLK100MHZ}]

set non_clock_inputs [all_inputs -no_clocks]
set_input_delay [expr $clk_period * $clk_io_pct] -clock clk0 $non_clock_inputs
set_output_delay [expr $clk_period * $clk_io_pct] -clock clk0 [all_outputs]
### design/flow/design.v
module clkenb(input logic clk, reset, output logic enb);
   parameter DIVFREQ = 100;   
   parameter CLKFREQ = 100_000_000;
   parameter DIVAMT = (CLKFREQ / DIVFREQ);
   parameter DIVBITS = $clog2(DIVAMT);    
   logic [DIVBITS-1:0] q;
   always @(posedge clk)
     if (reset)
       begin
	  q <= 0;
	  enb <= 0;
       end
     else if (q == DIVAMT-1)
       begin
	  q <= 0;
	  enb <= 1;   
       end
     else
       begin
	  q <= q + 1;
	  enb <= 0;
       end
endmodule  
`timescale 1ns / 1ps
module transmitter (
    input logic [7:0] data,
    input logic send,
    input logic clk, rst, switch,
    output logic txd,
    output logic rdy
    );
    parameter BAUD = 9600;
    parameter TWICEBAUD = BAUD * 2;
    logic BaudRate;
    clkenb #(.DIVFREQ(BAUD)) CLKENB(.clk(clk), .reset(rst), .enb(BaudRate));
    clkenb #(.DIVFREQ(TWICEBAUD)) CLKENB2(.clk(clk), .reset(rst), .enb(TwiceBaudRate));
    typedef enum logic [3:0] {
        IDLE = 4'b0000, 
        START = 4'b1010, 
        TR0 = 4'b0001, 
        TR1 = 4'b0010, 
        TR2 = 4'b0011,
        TR3 = 4'b0100, 
        TR4 = 4'b0101, 
        TR5 = 4'b0110, 
        TR6 = 4'b0111, 
        TR7 = 4'b1000, 
        STOP = 4'b1001,
        WAIT = 4'b1111
    } state_t;
    state_t state, next;
   always_ff@(posedge clk)
   begin
    if(rst) 
        begin
            state <= IDLE;
        end
    else if(BaudRate)
        begin
            state <= next;
        end
     else if(TwiceBaudRate)
            begin
                txd <= ~txd;
            end   
    else
        begin
            state <= state;
        end
    end
    always_comb
    begin    
    case(state)
        IDLE:
            begin
                if(send)
                    begin
                    txd = 1;
                    next = START;
                    rdy = 0;
                    end
                else
                    begin
                    txd = 1;
                    next = IDLE;
                    rdy =1;
                    end
            end
        START:
                begin
                txd = 0;
                next = TR0;
                rdy = 0;
                end
        TR0:
               begin
                txd = data[0];
                next = TR1;
                rdy = 0;
                end
        TR1:
                begin
                txd = data[1];
                next = TR2;
                rdy = 0;
                end
        TR2:
                begin
                txd = data[2];
                next = TR3;
                rdy = 0;
                end
        TR3:
                begin
                txd = data[3];
                next = TR4;
                rdy = 0;
                end
        TR4:
                begin
                txd = data[4];
                next = TR5;
                rdy = 0;
                end
        TR5:
                begin             
                txd = data[5];
                next = TR6;
                rdy = 0;
                end
        TR6:
                begin
                txd = data[6];
                next = TR7;
                rdy = 0;
                end
        TR7:
                begin
                txd = data[7];
                next = STOP;
                rdy = 0;
                end
        STOP:
            begin
                if(send && ~switch)
                    begin
                    txd = 1;
                    next = START;
                    rdy = 0;
                    end
                else if (switch)
                    begin
                    txd = 1;
                    next = WAIT;
                    rdy = 0;
                    end
                else
                    begin
                    txd = 1;
                    next = IDLE;
                    rdy = 1;
                    end
            end
         WAIT:
            if(switch)
                begin
                   txd = 1;
                   rdy = 0;
                   next = WAIT; 
                end
            else
                begin
                    txd = 1;
                    rdy = 0;
                    next = IDLE;
                end
        default: 
            begin
                next = IDLE;
                rdy = 1;
                txd = 1;
            end     
        endcase
      end
endmodule
`timescale 1ns / 1ps
module p_fifo(
    input logic clk, rst, clr, we, re,
    input logic [7:0] din,
    output logic full, empty,
    output logic [7:0] dout);
parameter BAUD = 50000;
clkenb #(.DIVFREQ(BAUD)) CLKENB(.clk(clk), .reset(rst), .enb(BaudRate));
clkenb #(.DIVFREQ(BAUD/10)) CLKENBEIGHT(.clk(clk), .reset(rst), .enb(BaudRateeight));
parameter numBits = 32;
parameter DIVBITS = $clog2(numBits);
logic   [7:0] mem[0:numBits-1];
logic   [DIVBITS-1:0]   wp;
logic   [DIVBITS-1:0]   rp;
logic   [DIVBITS-1:0]   wp_p1;
logic   [DIVBITS-1:0]   wp_p2;
logic   [DIVBITS-1:0]   rp_p1;
logic   gb;
always @(posedge BaudRate or posedge rst)
        if(rst) wp <= #1 2'h0;
        else
        if(clr)         wp <= #1 2'h0;
        else
        if(we)
        begin
            if(full == 1)
            begin
               wp <= wp;
            end
            else
            begin
                wp <= #1 wp_p1;
            end
        end
assign wp_p1 = wp + 2'h1;
assign wp_p2 = wp + 2'h2;
always @(posedge BaudRateeight or posedge rst)
        if(rst) rp <= #1 2'h0;
        else
        if(clr)         rp <= #1 2'h0;
        else
        if(re)
        begin
            if(empty == 1)
            begin
                rp <= rp;
            end
            else
            begin
                rp <= #1 rp_p1;
            end
        end
assign rp_p1 = rp + 2'h1;
assign  dout = mem[ rp ];
always @(posedge BaudRate)
        if(we)
        begin
            if(full == 0)
            begin
                mem[ wp ] <= #1 din;
            end
        end
assign empty = (wp == rp) & !gb;
assign full  = (wp == rp) &  gb;
always @(posedge BaudRateeight)
        if(rst)                 gb <= #1 1'b0;
        else
        if(clr)                         gb <= #1 1'b0;
        else
        if((wp_p1 == rp) & we)          gb <= #1 1'b1;
        else
        if(re)                          gb <= #1 1'b0;
endmodule
`timescale 1ns / 1ps
module nexys4DDR2 (
          input logic        CLK100MHZ,
		  input logic [7:0]  SW,
		  input logic 	      BTNC,
		  input logic 	      BTNU, 
		  input logic 	      BTNL, 
		  input logic 	      BTNR,
		  input logic 	      BTND,
		  output logic  [3:0] LED,
		  output logic        UART_RXD_OUT,
		  output UART_RXD_OUT_copy,
		  output logic        JArdy 
            );
        assign UART_RXD_OUT_copy = UART_RXD_OUT;
        parameter BAUD = 9600;
        parameter numBits = 4;
        parameter DIVBITS = $clog2(numBits);
        logic [7:0] data;
            p_fifo FIFO(  
            .clk(CLK100MHZ), 
            .rst(BTNC), 
            .clr(BTNL), 
            .we(BTNU), 
            .re(BTNR),
            .din(SW),
            .full(LED[3]),
            .empty(LED[2]),
            .dout(data)
            );
        transmitter #(.BAUD(BAUD)) TRANS(
            .data(data), 
            .send(BTND), 
            .clk(CLK100MHZ), 
            .rst(BTNC), 
            .switch(0), 
            .txd(UART_RXD_OUT), 
            .rdy(LED[1])
            );  
        assign JArdy = LED[1];
endmodule  
### design/flow/run.sh
#!/bin/bash
# OpenROAD 26Q1-2900-gdf79404cd8, Yosys 0.63+post, stock flow scripts
make -C /OpenROAD-flow-scripts/flow DESIGN_CONFIG=/design/flow/config.mk WORK_HOME=/design/flow/orfs finish
==> impl_metrics.csv <==
group,metric,value,unit
status,status,"stopped before the end",
status,lastStage,"synthesis",
status,stop_error,"ERROR: Found 1 problems in 'check -assert'.",
synth,ys.flop_type,"edfxtp_1",
synth,simple_gate_share,8.65,%
synth,netlist.area_leader.share,57.0,%
synth,ys_sh_xor,3.62,%
synth,yosysChipArea,0.0135,mm^2
synth,yosysUniqueCellTypes,56,
synth,async_reset_ff_share,2.98,%
synth,ys_warn_count,10,
synth,edf_count,257,
synth,logic_family,"multiplexers",
synth,synth_flop_count,336,
synth,synth_seq_share,69.1,%
synth,synth-compound-area-share,3.11,%
synth,ys_top_cells_by_area,"edfxtp_1, dfxtp_1, mux4_2",
synth,synth_top_cell_by_area,"edfxtp_1",
synth,adder_share,0.832,%
synth,ys_cells,864,
synth,mux_share,12.6,%
## cell usage after synthesis, types with 4 or more instances
cell type,number
edfxtp_1,257
nor2_1,117
dfxtp_1,69
mux4_2,56
mux2i_1,38
xor2_1,35
nand2_1,33
nand3_1,26
xnor2_1,21
clkbuf_1,18
and3_1,17
inv_1,14
o21ai_0,14
a21oi_1,13
dfrtp_1,10
nand4_1,10
buf_4,9
ha_1,9
buf_2,7
nor2b_1,7
nor4_1,7
or3_1,7
mux2_2,6
a22oi_1,4
and2_1,4
buf_6,4
nand3b_1,4
## kinds of logic after synthesis
family / after synthesis
flops: 336
simple gates: 248
mux: 100
compound gates: 60
xor+xnor: 56
buf+inv: 54
fa+ha+maj: 9
other cells: 1
