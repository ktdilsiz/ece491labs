==> flow/design.v <==
module mem(clk_a, addr_a, dati_a, we_a, clk_b, addr_b, dato_b);
   parameter RAM_WIDTH = 8;
   parameter RAM_DEPTH = 256;
    input clk_a;
    input [RAM_WIDTH-1:0] addr_a;
    input [RAM_WIDTH-1:0] dati_a;
    input we_a;
    input clk_b;
    input [RAM_WIDTH-1:0] addr_b;
    output [RAM_WIDTH-1:0] dato_b;
   reg [RAM_WIDTH-1:0] MEM [RAM_DEPTH-1:0];
   reg [RAM_WIDTH-1:0] addr_b_r;  
   always @(posedge clk_a) begin
      if (we_a)
         MEM[addr_a] <= dati_a;
   end
   always @(posedge clk_b)
      addr_b_r <= addr_b;
   assign dato_b = MEM[addr_b_r];   
endmodule
`timescale 1ns / 1ps
module rcvr_bram_controller(
	input logic write,
	input logic [7:0] data_in,
	input logic read,
	input logic clk_system,
	input logic clk_in,
	input logic clk_out,
	input logic rst,
	output logic full,
	output logic empty,
	output logic [7:0] data_out
    );
	logic [7:0] pointer_read = 8'd0;
	logic [7:0] pointer_write = 8'd0;
	mem #(.RAM_WIDTH(8), .RAM_DEPTH(256)) 
	BRAM_RCVR(
		.clk_a(clk_in), 
		.addr_a(pointer_write), 
		.dati_a(data_in), 
		.we_a(write && ~full), 
		.clk_b(clk_out), 
		.addr_b(pointer_read), 
		.dato_b(data_out)
		);
	logic [7:0] pointer_write_next;
	assign pointer_write_next = pointer_write + 1;
	always_ff @(posedge clk_system) begin
		if(rst) begin
			pointer_read <= 8'd0;
			pointer_write <= 8'd0;
		end
		else if(write && read && clk_in && clk_out && ~full)
		begin
			pointer_write <= pointer_write + 1;
			pointer_read <= pointer_read + 1;
		end
		else if(write && clk_in && ~full)
			pointer_write <= pointer_write + 1;
		else if(read && clk_out && ~empty)
		begin
			pointer_read <= pointer_read + 1;
			if(pointer_write == pointer_read && pointer_write != 8'd0) 
			begin
				pointer_read <= 8'd0;
				pointer_write <= 8'd0;
			end
		end
	end
	logic guard_bit;
	always_ff @(posedge clk_system)
	begin
		if(rst)
			guard_bit <= 1'b0;
		else if((pointer_write_next == pointer_read) && write)
			guard_bit <= 1'b1;
		else if(read)
			guard_bit <= 1'b0;
	end
	assign full = (pointer_write == pointer_read && guard_bit) ? 1 : 0;
	assign empty = (pointer_write == pointer_read && ~guard_bit) ? 1 : 0;
endmodule
==> flow/run.sh <==
#!/bin/bash
# OpenROAD 26Q1-2900-gdf79404cd8, Yosys 0.63+post, stock flow scripts
make -C /OpenROAD-flow-scripts/flow DESIGN_CONFIG=/design/flow/config.mk WORK_HOME=/design/flow/orfs finish
==> flow/config.mk <==
export PLATFORM = sky130hd
export DESIGN_NAME = rcvr_bram_controller
export DESIGN_NICKNAME = rcvr_bram_controller
export VERILOG_FILES = /design/flow/design.v
export SDC_FILE = /design/flow/constraint.sdc
export NUM_CORES = 4
export LEC_CHECK = 1
export CORE_UTILIZATION = 40
==> flow/constraint.sdc <==
current_design rcvr_bram_controller

set clk_period 42.0
set clk_io_pct 0.2

create_clock -name clk0 -period $clk_period [get_ports {clk_in}]
create_clock -name clk1 -period $clk_period [get_ports {clk_out}]
create_clock -name clk2 -period $clk_period [get_ports {clk_system}]

set non_clock_inputs [all_inputs -no_clocks]
set_input_delay [expr $clk_period * $clk_io_pct] -clock clk0 $non_clock_inputs
set_output_delay [expr $clk_period * $clk_io_pct] -clock clk0 [all_outputs]
==> impl_metrics.json <==
{
  "yosys_warnings": 2,
  "synthArstFlopShare": 0,
  "hpwl_mm": 119,
  "total_power_mw": 4.73,
  "fp-utilization": 0.403,
  "portBuffers": 21,
  "antenna_found_initial": 10,
  "cp_slowest_cell": "a41o_1",
  "postCtsResizedCells": 0,
  "drcViolationCount": 0,
  "internal_power_mw": 3.63,
  "min_path_type": "reg2reg",
  "die_h_um": 450,
  "maxCapViolCount": 0,
  "grt.total_usage": 0.219,
  "setup_viol": 0,
  "cp_cell_sequence": "clkbuf_16 -> clkbuf_16 -> clkbuf_16 -> clkbuf_16 -> clkbuf_16 -> clkbuf_16 -> clkbuf_16 -> clkbuf_16 -> clkbuf_16 -> clkbuf_16 -> nand2_1 -> clkbuf_16 -> clkbuf_16 -> a41o_1 -> clkbuf_16 -> clkbuf_16 -> a21oi_1 -> clkbuf_16 -> clkbuf_16 -> nand3b_1 -> a21oi_1",
  "netlist_instances": 3843,
  "seq_power_share": 0.484,
  "grt_pass1_wl_mm": 291,
  "fillers": 16233,
  "grt_max_degree": 87,
  "num_vias": 39303,
  "cpMostUsedCell": "clkbuf_16",
  "clkSlewWorstSetupHoldPaths_ns": 0.05,
  "setup_tns_ns": 0,
  "reg2reg_slack_ns": 38.77,
  "hold_start": "pointer_read[7]",
  "ys_seq_share": 0.771,
  "ctsHoldBuffers": 0,
  "slowest_delay_ns": 0.21,
  "numSynthFlops": 2073,
  "overflow": 0,
  "critPathArrivalTime_ns": 23.76,
  "timing.critical_path.buf_inv": 16,
  "grt_pass1_vias": 43414,
  "area_growth_pct": 13.9,
  "num_rows": 164,
  "power_leakage_nw": 27.6,
  "gp_congestion": 0.879,
  "viasPerCell": 5.69,
  "yosys.area.top_type_share": 0.765,
  "cp_max_fo": 3,
  "firstDrtPassIters": 7,
  "chipWidth_um": 450,
  "syn_area_sq_um": 80400,
  "area_leaders": "edfxtp_1, mux4_2, a22oi_1",
  "p_sw_frac": 0.232,
  "status": "complete, no violations",
  "reg2reg_from": "pointer_write[6]",
  "crit_family": "buffers and inverters",
  "edf_count": 2048,
  "worst_setup_path_start_kind": "clock port",
  "worst_pin_slew_ns": 1.35,
  "timing.rr.end": "BRAM_RCVR.MEM[161][7]",
  "drt_wl_total_mm": 199,
  "regArea_sq_um": 62000,
  "cts_tree": "built",
  "worstSetupPathType": "clk2reg",
  "tool_warnings": 69,
  "logic_area_sq_um": 17100,
  "hold_viol": 0,
  "combPwrFrac": 0.117,
  "max_slew_margin": 0.0901,
  "ir_drop_mv": 0.0387,
  "cp.required_ns": 42.12,
  "ys_cells": 3843,
  "skew_ns": 0.00429,
  "ios": 24,
  "worstHoldEndpoint": "BRAM_RCVR.addr_b_r[7]",
  "rsz0062_at_grt": "no",
  "yosysChipArea_sq_um": 80400,
  "drt_iter0_markers": 2935,
  "netSwitchingPower_mw": 1.10,
  "top_area_cell": "edfxtp_1",
  "wl_per_cell_um": 28.9,
  "avgSynthCellArea_sq_um": 20.9,
  "cts_setup_buffers": 0,
  "slew_violations": 0,
  "ys_dominant_reg_cell": "edfxtp_1",
  "holdPathStages": 0,
  "power_density_nw_per_um2": 51.7,
  "worstSetupEndpointType": "flip-flop",
  "dieArea_sq_um": 203000,
  "final_layout_size_suffix_gt1_frac": 0.238,
  "fp.coreArea_sq_um": 200000,
  "p_clk_frac": 0.399,
  "ant_nets": 0,
  "ff2ff_path_depth": 6,
  "yosysUniqueCellTypes": 61
}
## worst max path at each step
| stage | start | endpoint | slack, ns | cells past startpoint |
|---|---|---|---|---|
| 5_1_grt | clk_in | pointer_read[4] | 18.26 | 21 |
| 6_report | clk_in | pointer_read[4] | 18.36 | 21 |
| 4_1_cts | clk_in | pointer_read[4] | 18.31 | 21 |
## logic make-up (layout without fill, tap and decap cells)
| logic type | count (synthesis) | count (layout) | share of synthesized area |
|---|---|---|---|
| AND/OR/NAND/NOR | 490 | 490 | 0.0275 |
| flip-flops | 2073 | 2073 | 0.771 |
| other | 0 | 5 | 0 |
| buffers and inverters | 242 | 649 | 0.0181 |
| AND-OR/OR-AND | 425 | 425 | 0.0361 |
| XOR/XNOR | 19 | 19 | 0.00207 |
| multiplexers | 589 | 589 | 0.145 |
| adder cells (fa/ha/maj) | 5 | 5 | 0.000778 |
## per-layer routing
metal,share of wire,global-route usage,vias up
met2,0.47,0.312,2269
met1,0.34,0.277,20077
li1,-,-,16588
met4,0.037,0.0689,10
met3,0.16,0.156,359
met5,0.00032,0,-
## through the flow
step	instances	instance area, sq um	setup slack [ns]	utilization	hold WS, ns
finish	6911	91600	18.36	0.459	0.308
global route	6909	91600	18.26	0.459	0.319
CTS	6906	91600	18.31	0.459	0.283
detailed placement	6482	84100	20.23	0.421	0.381
global placement	6479	84100	20.23	0.421	0.381
floorplan	3843	80400	20.24	-	0.373
## area by class of cell
type                            count  share of cell area
Tap cell                         2656              0.0363
Clock inverter                    117             0.00978
Antenna cell                        5            0.000137
Inverter                            6            0.000246
Multi-Input combinational cell   1528               0.186
Timing Repair Buffer              218              0.0189
Sequential cell                  2073               0.677
Clock buffer                      308              0.0718
## state kept, by name (all words and copies together), names as in the netlist
signal              count
BRAM_RCVR.addr_b_r      8
pointer_write           8
guard_bit               1
BRAM_RCVR.MEM        2048
pointer_read            8
## cells in the mapped netlist (7+ instances only)
cell and n:
a211oi_1 13, a21oi_1 128, a221oi_1 11, a22oi_1 180, and2_1 7, and3_1 7
buf_1 17, buf_2 64, buf_4 28, buf_6 20, buf_8 10, clkbuf_1 90
dfxtp_1 25, edfxtp_1 2048, inv_1 7, mux2_2 8, mux2i_1 124, mux4_2 455
nand2_1 55, nand2b_1 13, nand3_1 13, nor2_1 297, nor2b_1 11, nor3_1 20
nor4_1 26, o211ai_1 7, o21ai_0 9, o221ai_1 33, o22ai_1 22, xnor2_1 12
xor2_1 7
## placed cells by master (no fill, tap or decap), drive strengths merged, types with 25 or more instances in the layout
cell	n
mux4	457
buf	205
clkbuf	308
a21oi	128
edfxtp	2048
nor2	297
o221ai	34
nor4	26
nand2	55
a22oi	180
dfxtp	25
mux2i	124
clkinv	95
## power groups by stage
| stage | clock, mW | sequential (mW) | combinational, mW |
|---|---|---|---|
| after global routing | 2.01 | 2.29 | 0.596 |
| after CTS | 1.93 | 2.29 | 0.566 |
| final | 1.89 | 2.29 | 0.555 |
Power and IR drop assume default switching activity.
